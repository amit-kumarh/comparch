==> /design/flow/run.sh <==
#!/bin/bash
# OpenROAD 26Q1-2900-gdf79404cd8, Yosys 0.63+post, stock flow scripts
make -C /OpenROAD-flow-scripts/flow DESIGN_CONFIG=/design/flow/config.mk WORK_HOME=/design/flow/orfs finish
==> /design/flow/config.mk <==
export PLATFORM = sky130hd
export DESIGN_NAME = top
export DESIGN_NICKNAME = top
export VERILOG_FILES = /design/flow/design.v
export SDC_FILE = /design/flow/constraint.sdc
export NUM_CORES = 4
export LEC_CHECK = 1
export CORE_AREA = 10 10 90 90
export DIE_AREA = 0 0 100 100
==> /design/flow/constraint.sdc <==
current_design top

set clk_period 3.8
set clk_io_pct 0.2

create_clock -name clk0 -period $clk_period [get_ports {clk}]

set non_clock_inputs [all_inputs -no_clocks]
set_input_delay [expr $clk_period * $clk_io_pct] -clock clk0 $non_clock_inputs
set_output_delay [expr $clk_period * $clk_io_pct] -clock clk0 [all_outputs]
==> /design/flow/design.v <==
module fsm #(
    parameter BLINK_INTERVAL  = 2000000,   
    parameter MAX_BLINK_COUNT = 20
) (
    input  logic clk,
    output logic red,
    output logic green,
    output logic blue
);
  localparam RED = 3'b000;
  localparam YELLOW = 3'b001;
  localparam GREEN = 3'b010;
  localparam CYAN = 3'b011;
  localparam BLUE = 3'b100;
  localparam MAGENTA = 3'b101;
  logic [2:0] current_state = RED;
  logic [2:0] next_state;
  logic next_red, next_green, next_blue;
  logic [$clog2(BLINK_INTERVAL) - 1:0] count = 0;
  always_ff @(posedge clk) begin
    current_state <= next_state;
  end
  always_ff @(posedge clk) begin
    if (count == BLINK_INTERVAL - 1) begin
      count <= 0;
      next_state = 3'bxxx;
      case (current_state)
        RED: next_state = YELLOW;
        YELLOW: next_state = GREEN;
        GREEN: next_state = CYAN;
        CYAN: next_state = BLUE;
        BLUE: next_state = MAGENTA;
        MAGENTA: next_state = RED;
      endcase
    end else begin
      count <= count + 1;
    end
  end
  always_ff @(posedge clk) begin
    red   <= next_red;
    green <= next_green;
    blue  <= next_blue;
  end
  always_comb begin
    next_red   = 1'b0;
    next_blue  = 1'b0;
    next_green = 1'b0;
    case (current_state)
      RED:   next_red = 1'b1;
      YELLOW: begin
        next_red   = 1'b1;
        next_green = 1'b1;
      end
      GREEN: next_green = 1'b1;
      CYAN: begin
        next_blue  = 1'b1;
        next_green = 1'b1;
      end
      BLUE:  next_blue = 1'b1;
      MAGENTA: begin
        next_red  = 1'b1;
        next_blue = 1'b1;
      end
    endcase
  end
endmodule
module top (
    input  logic clk,
    output logic RGB_R,
    output logic RGB_G,
    output logic RGB_B
);
  logic red, green, blue;
  fsm u0 (
      .clk  (clk),
      .red  (red),
      .green(green),
      .blue (blue)
  );
  assign RGB_R = ~red;
  assign RGB_G = ~green;
  assign RGB_B = ~blue;
endmodule
==> flow_metrics.py <==
# Metrics from the implementation run
metrics = {
    "final_timing": {
        "final_period_minus_worst_setup_slack_ps": 2420,
        "clock.fmax_mhz": 414,
        "timing.final.max_slew_violations": 0,
        "final_min_period_over_clock_period_pct": 63.6,
        "worstMarginPinSlew_ps": 893,
        "rsz0062_at_grt": "false",
        "worst_slew_margin_rel_pct": 40.1,
        "fin_tns_setup_ps": 0,
        "finalSetupViolCount": 0,
        "fin_skew_ps": 5.78,
        "timing_hold_violations_final": 0,
        "final.hold.worst_slack_ps": 342,
    },
    "logic_synthesis": {
        "synth_async_sr_flop_share_pct": 0,
        "area_leaders": "sky130_fd_sc_hd__dfxtp_1 (45%), sky130_fd_sc_hd__edfxtp_1 (7.6%), sky130_fd_sc_hd__xnor2_1 (5.9%)",
        "yosysTopAreaCell": "sky130_fd_sc_hd__dfxtp_1",
        "post_synth_most_frequent_cells": "sky130_fd_sc_hd__dfxtp_1 (27), sky130_fd_sc_hd__nor2_1 (16), sky130_fd_sc_hd__nand2_1 (13), sky130_fd_sc_hd__xnor2_1 (8), sky130_fd_sc_hd__xor2_1 (8)",
        "ys_cells": 124,
        "ys.warnings.count": 1,
        "dominantRegCellSynth": "sky130_fd_sc_hd__dfxtp_1",
        "post_synth_instance_area_um2": 1190,
        "edf_count": 3,
        "synth.yosys.seq_area_share_pct": 53.0,
        "synthCells": 124,
        "yosys.cell_count.top_type": "sky130_fd_sc_hd__dfxtp_1",
        "top_cell_area_share_pct": 45.4,
        "yosys.stat.chipArea_um2": 1190,
        "ys.flops": 30,
        "post_synth_num_cell_types": 31,
        "syn_avg_cell_area_um2": 9.60,
    },
    "placement": {
        "routability_congestion_estimate": 0.818,
        "post_dp_cell_area_um2": 1290,
        "dpl.cell_count": 200,
        "port_buffer_count": 3,
        "post-dp-hpwl_um": 1260,
    },
    "run": {
        "log.warning_count": 25,
        "cap_violations": 0,
    },
    "clock_network": {
        "numClockSinks": 30,
        "cts_buf_count": 5,
        "cts_max_level": 2,
        "cts_setup_buffers": 0,
        "cts_hold_buf": 0,
        "ctsRootBufferMaster": "sky130_fd_sc_hd__clkbuf_8",
        "cts_max_path_buffers": 2,
        "cts_resized": 0,
        "cts.clk_slew.worst_paths_ps": 70,
        "clkLatencyLatePin_ps": 280,
        "tritoncts": "done",
    },
    "floorplanning": {
        "floorplan.die.height_um": 100,
        "core_area_um2": 6280,
        "top_level_ports": 4,
        "die_width_um": 100,
        "floorplanUtilization_pct": 19.0,
        "die-area_um2": 10000,
        "fp-row-count": 29,
    },
    "route": {
        "via_count": 811,
        "drt_iter0_drc": 40,
        "drt-vias-per-instance": 3.90,
        "routed_wire_length_per_instance_um": 9.00,
        "route.final.wire_length_um": 1870,
        "antenna_left": 0,
        "detail_route.antenna_diodes": 0,
        "drt_pass1_iterations": 5,
        "drc_errors": 0,
    },
    "layout": {
        "final_cell_area_um2": 1410,
        "layout-drive-gt1-share_pct": 9.16,
        "areaGrowthSynthToFinish_pct": 18.1,
        "finalNonFillerCells": 208,
    },
    "worst_setup_path": {
        "critPathMaxFanout": 14,
        "path_class": "register to register",
        "timing.critical_path.to_type": "register",
        "timing.rr.start": "u0.count[0]",
        "type_of_origin_of_the_critical_path": "register",
        "worstPathArrival_ps": 2330,
        "crit_required_ps": 3710,
        "critPathMaxStageDelay_ps": 770,
        "timing.critical_path.from": "u0.count[0]",
        "critical_path_cell_list": "ha_1 > nand2_1 > or4_1 > nor3_2",
        "crit_path_top_delay_cell": "sky130_fd_sc_hd__nor3_2",
    },
    "run_status": {
        "outcome": "completed",
    },
    "worst_hold_path": {
        "min-delay-path-class": "register to register",
        "worst_hold_startpoint": "u0.next_state[2]",
    },
    "pwr": {
        "cellLeakagePower_nw": 0.491,
        "power_per_cell_area_nw_per_um2": 452,
        "ir_drop_uv": 174,
    },
    "global_routing": {
        "maximum_number_of_pins_on_one_net_before_global_route_repair": 15,
        "via_count_of_the_first_global_routing_pass": 718,
        "grt_usage_pct": 3.98,
        "grt_overflow_total": 0,
        "grt_antenna_before_repair": 0,
        "grt_first_pass_wirelength_um": 3360,
    },
}
## layer usage
layer  GRT usage (%)  wire length [um]  up-vias
met2            4.93               713       12
met1            6.22              1020      357
met3            1.73               126        2
met4           0.652                12        0
li1                -                 -      440
met5               0                 0        -
## cell type report
type,count,area [um2]
clock inverters,3,45.0
fillers,670,4870
multi-input cells,85,515
well taps,77,96.3
flip-flops and latches,30,631
clock buffers,5,68.8
inverters,5,18.8
repair buffers,3,30.0
## cell usage in the layout, fill, tap and decap left out
cell                              synthesis  layout
sky130_fd_sc_hd__o21ai_0                  3       3
sky130_fd_sc_hd__or4_1                    2       2
sky130_fd_sc_hd__o31ai_1                  1       1
sky130_fd_sc_hd__or4b_1                   1       1
sky130_fd_sc_hd__nand3_1                  5       5
sky130_fd_sc_hd__nand4_1                  5       5
sky130_fd_sc_hd__xnor2_1                  8       8
sky130_fd_sc_hd__inv_1                    5       5
sky130_fd_sc_hd__and3_2                   1       1
sky130_fd_sc_hd__clkdlybuf4s50_1          0       3
sky130_fd_sc_hd__nand2_1                 13      13
sky130_fd_sc_hd__or3_1                    3       3
sky130_fd_sc_hd__nor3_2                   1       1
sky130_fd_sc_hd__xor2_1                   8       8
sky130_fd_sc_hd__a21oi_1                  5       5
sky130_fd_sc_hd__nor4_1                   2       2
sky130_fd_sc_hd__bufinv_16                0       1
sky130_fd_sc_hd__nor2b_1                  1       1
sky130_fd_sc_hd__nor3_1                   2       2
sky130_fd_sc_hd__ha_1                     1       1
sky130_fd_sc_hd__and3_1                   1       1
sky130_fd_sc_hd__nor2_1                  16      16
sky130_fd_sc_hd__clkinvlp_4               0       2
sky130_fd_sc_hd__edfxtp_1                 3       3
sky130_fd_sc_hd__clkbuf_8                 0       5
sky130_fd_sc_hd__o41ai_1                  1       1
sky130_fd_sc_hd__mux2i_1                  1       1
sky130_fd_sc_hd__and4_1                   1       1
sky130_fd_sc_hd__or2_1                    1       1
sky130_fd_sc_hd__dfxtp_1                 27      27
sky130_fd_sc_hd__nand3_2                  2       2
## through the flow
step	util, %	worst slack (ps)	power (W)
2_1_floorplan	-	1890	0.000326
3_3_place_gp	20.6	1440	0.000326
3_5_place_dp	20.6	1390	0.000326
4_1_cts	22.4	1370	0.000646
5_1_grt	22.4	1170	0.000658
6_report	22.4	1380	0.000635
## critical path, delay by kind of cell (launching register included)
family        cells  cell delay (ps)
simple gates      3             1440
flops             1              370
fa+ha+maj         1              250
## final timing paths
| check | endpoint | slack [ps] | depth (start not counted) |
|---|---|---|---|
| max | u0.next_state[0] | 1380 | 4 |
| max reg2reg | u0.next_state[0] | 1380 | 4 |
| min reg2reg | u0.current_state[2] | 340 | 0 |
| min | u0.current_state[2] | 340 | 0 |
## kinds of logic after synthesis
logic type / Yosys count / share of synthesized area (%)
AND/OR/NAND/NOR: 57 / 24.9
flip-flops: 30 / 53.0
multiplexers: 1 / 0.841
XOR/XNOR: 16 / 11.8
buffers and inverters: 9 / 3.68
AND-OR/OR-AND: 10 / 4.73
adder cells (fa/ha/maj): 1 / 1.05
## power by group
group | leakage (nW) | internal [W] | switching, W
clock | 0.0504 | 0.000195 | 0.000122
sequential | 0.252 | 0.000319 | 0
combinational | 0.188 | 0 | 0
total | 0.491 | 0.000513 | 0.000122
## state kept, by name, indices dropped and copies added, names as in the netlist
register / count
u0.count: 21
u0.current_state: 3
u0.next_state: 3
u0.blue: 1
u0.green: 1
u0.red: 1
Power figures rest on the tool's default switching activity, not on a simulated workload.

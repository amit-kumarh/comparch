$ cat design/flow/config.mk
export PLATFORM = sky130hd
export DESIGN_NAME = light
export DESIGN_NICKNAME = light
export VERILOG_FILES = /design/flow/design.v
export SDC_FILE = /design/flow/constraint.sdc
export NUM_CORES = 4
export LEC_CHECK = 1
export CORE_UTILIZATION = 30
$ cat design/flow/constraint.sdc
current_design light

set clk_period 3.9
set clk_io_pct 0.2

create_clock -name clk0 -period $clk_period [get_ports {clk}]

set non_clock_inputs [all_inputs -no_clocks]
set_input_delay [expr $clk_period * $clk_io_pct] -clock clk0 $non_clock_inputs
set_output_delay [expr $clk_period * $clk_io_pct] -clock clk0 [all_outputs]
$ cat design/flow/design.v
module fade #(
    parameter STEP_INTERVAL = 12000,   
    parameter STEP_MAX = 166,   
    parameter HOLD_MAX = STEP_MAX * 2,   
    parameter PWM_INTERVAL = 1200,   
    parameter STEP_SIZE = PWM_INTERVAL / STEP_MAX,
    parameter INITIAL_STATE = 0,
    parameter INITIAL_STEP_COUNT = 0,
    parameter INITIAL_DUTY_CYCLE = 0
) (
    input logic clk,
    output logic [$clog2(PWM_INTERVAL) - 1:0] duty_cycle
);
  localparam PWM_INC = 2'b00;
  localparam PWM_HOLD = 2'b01;
  localparam PWM_DEC = 2'b10;
  localparam PWM_HOLD2 = 2'b11;
  logic [1:0] current_state = INITIAL_STATE;
  logic [1:0] next_state;
  logic [$clog2(STEP_INTERVAL) - 1:0] count = 0;
  logic [$clog2(HOLD_MAX) - 1:0] step_count = INITIAL_STEP_COUNT * STEP_MAX;
  logic time_to_step = 1'b0;
  initial begin
    duty_cycle = INITIAL_DUTY_CYCLE * (STEP_MAX + 1) * STEP_SIZE;
  end
  always_comb begin
    next_state = 1'bx;
    case (current_state)
      PWM_INC:   next_state = PWM_HOLD;
      PWM_HOLD:  next_state = PWM_DEC;
      PWM_DEC:   next_state = PWM_HOLD2;
      PWM_HOLD2: next_state = PWM_INC;
    endcase
  end
  always_ff @(posedge clk) begin
    if (count == STEP_INTERVAL) begin
      count <= 0;
      time_to_step <= 1'b1;
    end else begin
      count <= count + 1;
      time_to_step <= 1'b0;
    end
  end
  always_ff @(posedge time_to_step) begin
    case (current_state)
      PWM_INC: duty_cycle <= duty_cycle + STEP_SIZE;
      PWM_DEC: duty_cycle <= duty_cycle - STEP_SIZE;
    endcase
  end
  always_ff @(posedge time_to_step) begin
    if (step_count == HOLD_MAX || (step_count == STEP_MAX && current_state[0] == 1'b0)) begin
      step_count <= 0;
      current_state <= next_state;
    end else begin
      step_count <= step_count + 1;
    end
  end
endmodule
module pwm #(
    parameter PWM_INTERVAL = 1200   
) (
    input logic clk,
    input logic [$clog2(PWM_INTERVAL)-1:0] duty_cycle,
    output logic pwm_out
);
  logic [$clog2(PWM_INTERVAL)-1:0] counter = 0;
  always_ff @(posedge clk) begin
    if (counter == PWM_INTERVAL - 1) begin
      counter <= 0;
    end else begin
      counter <= counter + 1;
    end
  end
  assign pwm_out = counter < duty_cycle;
endmodule
module light #(
    parameter PWM_INTERVAL = 1200,   
    parameter INITIAL_STATE = 0,
    parameter INITIAL_STEP_COUNT = 0,
    parameter INITIAL_DUTY_CYCLE = 0
) (
    input  logic clk,
    output logic LED
);
  logic [$clog2(PWM_INTERVAL)-1:0] duty_cycle;
  logic pwm_out;
  fade #(
      .PWM_INTERVAL(PWM_INTERVAL),
      .INITIAL_STATE(INITIAL_STATE),
      .INITIAL_STEP_COUNT(INITIAL_STEP_COUNT),
      .INITIAL_DUTY_CYCLE(INITIAL_DUTY_CYCLE)
  ) u1 (
      .clk(clk),
      .duty_cycle(duty_cycle)
  );
  pwm #(
      .PWM_INTERVAL(PWM_INTERVAL)
  ) u2 (
      .clk(clk),
      .duty_cycle(duty_cycle),
      .pwm_out(pwm_out)
  );
  assign LED = ~pwm_out;
endmodule
$ cat design/flow/run.sh
#!/bin/bash
# OpenROAD 26Q1-2900-gdf79404cd8, Yosys 0.63+post, stock flow scripts
make -C /OpenROAD-flow-scripts/flow DESIGN_CONFIG=/design/flow/config.mk WORK_HOME=/design/flow/orfs finish
==> reports/results.env <==
OUTCOME='complete, no violations'
FLOW.AREA_GROWTH_FROM_SYNTHESIS_PCT=6.08
VIA_COUNT=1900
POST_CTS_RESIZE_COUNT=0
DRIVE_ABOVE_1_SHARE_PCT=3.48
SHARE_OF_SYNTHESIZED_CELL_AREA_IN_AND_OR_AND_OR_AND_COMPOUND_CELLS_PCT=9.45
SYNTHESIS.INSTANCES=292
GLOBAL_ROUTING_USAGE_SUMMED_ACROSS_ALL_ROUTING_LAYERS_PCT=9.85
UNCLOCKED_PINS=22
INITIALDRTVIOLATIONCOUNT=75
INSERTEDDIODECOUNT=0
SYNTH-SEQ-CELLS=48
CHIPHEIGHT_UM=96.4
YOSYS.CELL_TYPES.COUNT=44
CLOCKBUFFERDEPTH=2
RSZ0062_AT_GRT='no'
FP-ROW-COUNT=34
YOSYS_WARNINGS=2
POST_SYNTHESIS_ADDER_CELL_AREA_FRACTION_PCT=9.36
YS.FLOP_TYPE='dfxtp_1'
CRITPATHLAUNCHTYPE='register'
YS_AREA_UM2=2670
PLACEMENT.IO_BUFFERS=1
GRT_PASS1_VIAS=1649
NUMBER_OF_ANTENNA_VIOLATIONS_AT_THE_FIRST_CHECK_IN_GLOBAL_ROUTING=0
REGISTER_CELL_AREA_AFTER_LAYOUT_UM2=1090
YS_SH_MUX_PCT=0.749
DRT.ANTENNA.VIOLATING_NETS=0
TOPCELLSBYAREA='dfxtp_1 26%, edfxtp_1 15%, ha_1 9.4%, xnor2_1 8.2%, xor2_1 4.9%'
POST_SYNTH_XOR_AREA_FRACTION_PCT=13.1
CTS_TREE='built'
POST-ROUTE-DRC-COUNT=0
POST-PLACE-CELLS=391
TIMING.CRITICAL_PATH.TO_TYPE='output pin'
CRITPATHREQUIREDTIME_PS=3120
FINAL.SETUP.TNS_PS=0
FIN_CRIT_SH_PCT=74.5
CTS_MADE_BUFFERS=3
POWER.LEAKAGE_nW=1.06
PLACEMENT.SETUP.WORST_SLACK_PS=1290
SYNTH_TOP_CELL_BY_COUNT='dfxtp_1'
GP_ROUTABILITY_CONGESTION=0.827
FINAL-COMB-AREA_UM2=1450
MIN-DELAY-PATH-CLASS='reg -> reg'
DOMINANT_CELL_TYPE_BY_AREA_AFTER_SYNTHESIS='dfxtp_1'
MAX_FREQ_MHz=344
POST-DP-HPWL_MM=3.15
YOSYS.STAT.SEQSHARE_PCT=40.8
TOTALWIRELENGTH_MM=4.24
INITCOREUTIL_PCT=30.8
GRT_PASS1_WL_MM=7.28
SYNTH_AREA_PER_CELL_UM2=9.16
YOSYS-DOMINANT-COMB-FAMILY='simple AND/OR/NAND/NOR gates'
REPORT.FINAL.SETUP_VIOL=0
SYNTH-EDFF-COUNT=13
FIN_HOLD_WS_PS=476
WL_PER_CELL_UM=10.7
FILLERS=883
MAX_SLEW_VIOLATION_TOTAL_FROM_THE_FINAL_REPORT=0
PIN_COUNT_OF_THE_BIGGEST_NET_ENTERING_GLOBAL_ROUTING=26
CTSHTREEMAXLEVEL=1
WORST_CLOCK_SKEW_PS=2.99
MAXCAPVIOLCOUNT=0
POST-ROUTE-WORST-SETUP-SLACK_PS=994
UNCONSTRAINED_ENDPOINTS=35
CHIPWIDTH_UM=96.4
WORST-ENDPOINT-ARRIVAL_PS=2130
FIRSTDRTPASSITERS=4
WARNING_COUNT=30
POWER-PER-CELL-AREA_nW_PER_UM2=169
SLEW-LIMIT-HEADROOM_PCT=36.5
GLOBALROUTEOVERFLOWTOTAL=0
VIAS_PER_CELL=4.81
CRIT_PATH_MAX_FANOUT=7
CLKTRANSATPATHREGS_PS=80
TIMING.FINAL.CRIT_PERIOD_PS=2910
HOLD_BUFFERS=0
SYNTH-CELLS-YOSYS=292
YS_ASYNC_SR_FRACTION_PCT=0
YOSYS.AREA.TOP_TYPE_SHARE_PCT=26.2
SYNTHTOPCELLSBYCOUNT='35 x dfxtp_1, 33 x nor2_1, 25 x xnor2_1, 21 x nand3_1, 20 x ha_1'
CTS.REPAIR_TIMING.SETUP_BUFFER_COUNT=0
CTS_ROOT_BUF='clkbuf_8'
FINAL-INSTANCE-COUNT-EXCL-FILL=395
CRIT_PATH_KIND='reg -> out'
HOLD_VIOLATIONS=0
PEAKVDDDROP_V=0.000159
SYNTH.CELLMIX.SIMPLESHARE_PCT=21.4
TIGHTEST_SLEW_PS=944
COREAREA_UM2=8680
DIE_AREA_UM2=9290
IOS=2
SYNTHESIS.AREA_UM2=2670
CLOCK.LATENCY.LATE_PIN_PS=260
==> logic make-up after synthesis <==
group	count (synthesis)
xor+xnor	40
buf+inv	31
simple gates	112
flops	48
mux	2
fa+ha+maj	20
compound gates	39
==> layout make-up <==
cell class	count	area share, %
flip-flops and latches	48	38.5
repair buffers	2	0.618
well taps	108	4.76
multi-input cells	213	51.0
clock buffers	3	1.46
clock inverters	1	1.06
inverters	20	2.65
==> power by group <==
group | switching [W] | internal [W]
clock network | 0.0000776 | 0.000137
registers | 0 | 0.000265
logic | 0 | 0
==> through the flow <==
stage,total power (W),cell area (um2),util [%]
final,0.000480,2840,32.7
after global routing,0.000503,2840,32.7
after CTS,0.000488,2840,32.7
after detailed placement,0.000271,2770,31.9
after global placement,0.000271,2770,31.9
after floorplan,0.000271,2670,-
==> critical path, cell delays in order (launching register included) <==
cell and delay, ps:
dfxtp_1 440, ha_1 280, a21oi_1 160, nor2b_1 60, o21ai_0 130, nand2b_1 70, a211oi_1 230, o21ai_1 90
clkdlybuf4s50_1 390
==> final timing paths <==
| check | from | end | slack (ps) | depth (start not counted) |
|---|---|---|---|---|
| max reg2reg | u1.count[0] | u1.count[7] | 1790 | 7 |
| min reg2reg | u1.count[0] | u1.count[0] | 480 | 1 |
| min | u1.count[0] | u1.count[0] | 480 | 1 |
| max | u2.counter[4] | LED | 990 | 8 |
==> cells in the final DEF (no fill, tap or decap), types with 2 or more instances in the layout <==
master / instances
a21oi_1: 9
nor2b_1: 6
o211ai_1: 3
o22ai_1: 2
mux2i_1: 2
nor3_1: 7
nor3b_1: 2
nand2b_1: 4
nand3_1: 21
edfxtp_1: 13
nor4bb_1: 2
a22oi_1: 2
nand4_1: 7
nor2_1: 33
ha_1: 20
o21ai_1: 3
inv_1: 19
a211oi_1: 2
a32oi_1: 2
and3_1: 3
o31ai_1: 2
nor4_1: 2
clkbuf_8: 3
a21o_1: 4
o21ai_0: 5
nand2_1: 17
a31oi_1: 2
xnor2_1: 25
dfxtp_1: 35
xor2_1: 15
==> state kept, by name, summed over array words and instances, names as in the netlist <==
name and count:
u1.current_state 2, u1.count 14, u1.step_count 9, u1.time_to_step 1
u1.duty_cycle 11, u2.counter 11
==> per-layer routing <==
layer,up-vias,global-route usage [%],routed length [um]
li1,1000,-,-
met1,875,14.8,2260
met2,21,16.0,1840
met3,4,1.59,116
met4,0,0.735,27
met5,-,0,0
Power is estimated from default activity; no workload was simulated.
